### /design/flow/constraint.sdc
current_design cayde_adder

set clk_period 18.1
set clk_io_pct 0.2

create_clock -name clk0 -period $clk_period

set non_clock_inputs [all_inputs -no_clocks]
set_input_delay [expr $clk_period * $clk_io_pct] -clock clk0 $non_clock_inputs
set_output_delay [expr $clk_period * $clk_io_pct] -clock clk0 [all_outputs]
### /design/flow/design.v
package cayde_pkg;
	typedef enum logic [6:0] {
		ALU_ADD,
		ALU_SUB,
		ALU_XOR,
		ALU_AND,
		ALU_OR,
		ALU_SLT,
		ALU_SLTU,
		ALU_SLL,
		ALU_SRL,
		ALU_SRA
	} alu_op;
endpackage
module cayde_adder #(parameter WIDTH = 32) 
	( input logic [WIDTH-1:0] a, b,
	  output logic [WIDTH-1:0] y
	);
	assign y = a + b;
endmodule
### /design/flow/run.sh
#!/bin/bash
# OpenROAD 26Q1-2900-gdf79404cd8, Yosys 0.63+post, stock flow scripts
make -C /OpenROAD-flow-scripts/flow DESIGN_CONFIG=/design/flow/config.mk WORK_HOME=/design/flow/orfs finish
### /design/flow/config.mk
export PLATFORM = sky130hd
export DESIGN_NAME = cayde_adder
export DESIGN_NICKNAME = cayde_adder
export VERILOG_FILES = /design/flow/design.v
export SDC_FILE = /design/flow/constraint.sdc
export NUM_CORES = 4
export LEC_CHECK = 1
export CORE_AREA = 10 10 107 107
export DIE_AREA = 0 0 117 117
==> Changelog: implementation <==
### Physical design

- Status: finished, final reports clean
- First-pass GRT wire length: approximately 10000 µm
- Relative slew slack: between 60 and 70%
- Most frequent cell on the critical path: clkdlybuf4s50_1
- Crit Path Category: input port to output port
- Share of cells above drive strength 1: under 10%
- Maxcap violations: 0
- Post-DP Area: roughly 2800 µm²
- WL/cell: between 10 and 15 µm
- # rows: 35
- Initial antenna violation count: 0
- Commonest Layout Cell: clkdlybuf4s50_1
- # IOs: between 90 and 100
- Distinct lib cells used: around 50
- Top Layout Cells: 96 x clkdlybuf4s50_1, 31 x ha_1, 29 x a21oi_1
- Chip Width: about 120 µm
- Grt total ovfl: 0
- Hold Buf Count CTS: 0
- Largest cells by area: ha_1 22%, a21oi_1 8.3%, a21o_1 8.2%, xor2_1 7.5%, xnor2_1 6.5%
- Routed wire length: roughly 6400 µm
- GPL Wtd Cong: approximately 0.83
- Setup Buffers After CTS: 0
- Worst vdd ir: about 0.015 mV
- M1 GR Usage: 11.4%
- Hold_ws: approximately 8.3 ns
- Number of warning messages in the yosys log: 0
- CP required: ~14 ns
- Avg Synthesized Cell Area: between 7 and 8 µm²
- Gr busiest metal: met2
- Leak: 1.18 nW
- Worst-path cell chain: clkdlybuf4s50_1 -> ha_1 -> fa_1 -> a21o_1 -> a31o_2 -> nand3_1 -> o221ai_1 -> a311oi_1 -> o21bai_1 -> xor2_1 -> clkdlybuf4s50_1
- Final Power: 109 µW
- Crit path max fanout: 4
- Largest net degree at the start of global routing: 11
- Post-Route Utilization: between 30% and 40%
- Fin area: 2800 µm²
- Hold Fails Final Rpt: 0
- Fin cells: 437
- Fmax: between 90 and 100 MHz
- # resized after CTS: 0
- Met2 Use GR: between 10% and 20%
- Total negative slack: 0 ns
- Yosys cell count: 241
- Core area: just over 9000 µm²
- Die Area: around 14000 µm²
- Die Ht: approximately 120 µm
- Post-Syn Area: 1740 µm²
- Detail Route Antenna Nets: 0
- Iter 0 DRT Violations: 83
- Crit. End Element: output port
- Via-to-Cell Ratio: 4.85
- Sequential fraction of the synthesis area: 0%
- Area Overhead vs Synth: 60.5%
- Number of logged tool warnings: 32
- RSZ-0062 raised after global routing: no
- Worst hold path class: input port to output port
- Worst path max stage delay: 0.50 ns
- GR Util All Layers: under 10%
- Layout clock buffers: 0
- Storage element area: 0 µm²
- Yosys chip area: 1740 µm²
- Hpwl dp: approximately 5600 µm
- Dpl cells: ~440
- Antenna cells: 0
- Synth area leader: ha_1
- Number of global-route vias before repair: around 2100
- DRT Pass-1 Iters: 6
- Met3 Resource Use GR: just over 3%
- Post-Syn Instances: about 240
- Final setup violation count: 0
- Final Max Slew Viols: 0
- DRC errors left: 0
- Via count: around 2100
- Max-area cell share: around 22%
- Fp_density: a little under a fifth
- PwrDens: a little under 40 nW/µm²
- Critical Path AT: about 6.6 ns
- Setup WS pre-CTS: around 7.9 ns
- Slowest CP cell: clkdlybuf4s50_1
- CP Launch Type: input port
- Flip-flops: 0
- Setup ws final: ~7.9 ns
- Final worst-path cycle share: 56.5%
- Input/output buffers: between 90 and 100
- Tmin final: 10.23 ns
- Tightest Pin Transition: 0.562 ns
==> logic make-up (layout without fill, tap and decap cells) <==
group	Yosys count	after routing	share of synthesized area, %
buffers and inverters	17	102	3.80
AND/OR/NAND/NOR	65	65	18.3
AND-OR/OR-AND	97	97	39.3
XOR/XNOR	28	28	14.1
adder cells (fa/ha/maj)	32	32	23.4
multiplexers	2	2	1.15
==> synthesized netlist by cell type, drive strengths merged (2+ instances only) <==
library cell	n
nand2b	2
inv	6
ha	31
nor2	12
nand4	8
or2	3
xnor2	13
a21o	19
nand2	18
mux2i	2
xor2	15
nor3	4
o21bai	5
a211oi	3
a31oi	3
o21a	2
a21oi	29
buf	3
o21ai	15
nand3	10
o311ai	2
o221ai	2
a311oi	3
o211ai	3
clkbuf	8
==> power by group <==
| part | internal, mW | leakage (nW) | switching, mW |
|---|---|---|---|
| logic | 0.0645 | 1.18 | 0.0442 |
| registers | 0 | 0 | 0 |
| clock network | 0 | 0 | 0 |
==> worst max-delay path, delay by kind of cell <==
family / cells / cell delay [ns]
xor+xnor: 1 / 0.14
compound gates: 5 / 1.21
fa+ha+maj: 2 / 0.64
simple gates: 1 / 0.09
buf+inv: 2 / 0.91
==> final timing paths <==
| check | from | end | slack, ns | cells after the start |
|---|---|---|---|---|
| worst min-delay path | b[0] | y[0] | 8.27 | 3 |
| worst max-delay path | a[0] | y[26] | 7.87 | 11 |
==> layer usage <==
metal  vias to the layer above  share of wire [%]
met5                         -                  0
met4                         0               0.22
met3                         2                 10
met2                        63                 45
met1                       963                 44
li1                       1092                  -
==> layout make-up <==
class | instances | area (µm²)
inverters | 6 | 22.5
fillers | 985 | 6400
repair buffers | 96 | 961
well taps | 111 | 139
multi-input cells | 224 | 1680
Power is estimated from default activity; no workload was simulated.
