===== design.v =====
package cayde_pkg;
	typedef enum logic [6:0] {
		ALU_ADD,
		ALU_SUB,
		ALU_XOR,
		ALU_AND,
		ALU_OR,
		ALU_SLT,
		ALU_SLTU,
		ALU_SLL,
		ALU_SRL,
		ALU_SRA
	} alu_op;
endpackage
module cayde_regfile ( input logic clk,
		       input logic rst,
		       input logic [4:0] raddr_in1,
		       input logic [4:0] raddr_in2,
		       input logic [4:0] waddr_in,
		       input logic [31:0] wdata_in,
		       input logic wen_in,
		       output logic [31:0] rdata_out1,
		       output logic [31:0] rdata_out2,
		     );
	reg [31:0] x0 = 32'b0, x1, x2, x3, x4, x5, x6, x7, x8, x9;
	reg [31:0] x10, x11, x12, x13, x14, x15, x16, x17, x18, x19;
	reg [31:0] x20, x21, x22, x23, x24, x25, x26, x27, x28, x29, x30, x31;
	logic write_fault = 1'b0;
	always @(*) begin
		case (raddr_in1)
			5'b0_0000: rdata_out1 <= x0;
			5'b0_0001: rdata_out1 <= x1;
			5'b0_0010: rdata_out1 <= x2;
			5'b0_0011: rdata_out1 <= x3;
			5'b0_0100: rdata_out1 <= x4;
			5'b0_0101: rdata_out1 <= x5;
			5'b0_0110: rdata_out1 <= x6;
			5'b0_0111: rdata_out1 <= x7;
			5'b0_1000: rdata_out1 <= x8;
			5'b0_1001: rdata_out1 <= x9;
			5'b0_1010: rdata_out1 <= x10;
			5'b0_1011: rdata_out1 <= x11;
			5'b0_1100: rdata_out1 <= x12;
			5'b0_1101: rdata_out1 <= x13;
			5'b0_1110: rdata_out1 <= x14;
			5'b0_1111: rdata_out1 <= x15;
			5'b1_0000: rdata_out1 <= x16;
			5'b1_0001: rdata_out1 <= x17;
			5'b1_0010: rdata_out1 <= x18;
			5'b1_0011: rdata_out1 <= x19;
			5'b1_0100: rdata_out1 <= x20;
			5'b1_0101: rdata_out1 <= x21;
			5'b1_0110: rdata_out1 <= x22;
			5'b1_0111: rdata_out1 <= x23;
			5'b1_1000: rdata_out1 <= x24;
			5'b1_1001: rdata_out1 <= x25;
			5'b1_1010: rdata_out1 <= x26;
			5'b1_1011: rdata_out1 <= x27;
			5'b1_1100: rdata_out1 <= x28;
			5'b1_1101: rdata_out1 <= x29;
			5'b1_1110: rdata_out1 <= x30;
			5'b1_1111: rdata_out1 <= x31;
			default: rdata_out1 <= x0;
		endcase
	end
	always @(*) begin
		case (raddr_in2)
			5'b0_0000: rdata_out2 <= x0;
			5'b0_0001: rdata_out2 <= x1;
			5'b0_0010: rdata_out2 <= x2;
			5'b0_0011: rdata_out2 <= x3;
			5'b0_0100: rdata_out2 <= x4;
			5'b0_0101: rdata_out2 <= x5;
			5'b0_0110: rdata_out2 <= x6;
			5'b0_0111: rdata_out2 <= x7;
			5'b0_1000: rdata_out2 <= x8;
			5'b0_1001: rdata_out2 <= x9;
			5'b0_1010: rdata_out2 <= x10;
			5'b0_1011: rdata_out2 <= x11;
			5'b0_1100: rdata_out2 <= x12;
			5'b0_1101: rdata_out2 <= x13;
			5'b0_1110: rdata_out2 <= x14;
			5'b0_1111: rdata_out2 <= x15;
			5'b1_0000: rdata_out2 <= x16;
			5'b1_0001: rdata_out2 <= x17;
			5'b1_0010: rdata_out2 <= x18;
			5'b1_0011: rdata_out2 <= x19;
			5'b1_0100: rdata_out2 <= x20;
			5'b1_0101: rdata_out2 <= x21;
			5'b1_0110: rdata_out2 <= x22;
			5'b1_0111: rdata_out2 <= x23;
			5'b1_1000: rdata_out2 <= x24;
			5'b1_1001: rdata_out2 <= x25;
			5'b1_1010: rdata_out2 <= x26;
			5'b1_1011: rdata_out2 <= x27;
			5'b1_1100: rdata_out2 <= x28;
			5'b1_1101: rdata_out2 <= x29;
			5'b1_1110: rdata_out2 <= x30;
			5'b1_1111: rdata_out2 <= x31;
			default: rdata_out2 <= x0;
		endcase
	end
	always @(posedge clk) begin
		if (rst == 1) begin
			x1 <= 32'b0;
			x2 <= 32'b0;
			x3 <= 32'b0;
			x4 <= 32'b0;
			x5 <= 32'b0;
			x6 <= 32'b0;
			x7 <= 32'b0;
			x8 <= 32'b0;
			x9 <= 32'b0;
			x10 <= 32'b0;
			x11 <= 32'b0;
			x12 <= 32'b0;
			x13 <= 32'b0;
			x14 <= 32'b0;
			x15 <= 32'b0;
			x16 <= 32'b0;
			x17 <= 32'b0;
			x18 <= 32'b0;
			x19 <= 32'b0;
			x20 <= 32'b0;
			x21 <= 32'b0;
			x22 <= 32'b0;
			x23 <= 32'b0;
			x24 <= 32'b0;
			x25 <= 32'b0;
			x26 <= 32'b0;
			x27 <= 32'b0;
			x28 <= 32'b0;
			x29 <= 32'b0;
			x30 <= 32'b0;
			x31 <= 32'b0;
		end
		else if (wen_in) begin
			case (waddr_in)
				5'b0_0000: x0 <= wdata_in;
				5'b0_0001: x1 <= wdata_in;
				5'b0_0010: x2 <= wdata_in;
				5'b0_0011: x3 <= wdata_in;
				5'b0_0100: x4 <= wdata_in;
				5'b0_0101: x5 <= wdata_in;
				5'b0_0110: x6 <= wdata_in;
				5'b0_0111: x7 <= wdata_in;
				5'b0_1000: x8 <= wdata_in;
				5'b0_1001: x9 <= wdata_in;
				5'b0_1010: x10 <= wdata_in;
				5'b0_1011: x11 <= wdata_in;
				5'b0_1100: x12 <= wdata_in;
				5'b0_1101: x13 <= wdata_in;
				5'b0_1110: x14 <= wdata_in;
				5'b0_1111: x15 <= wdata_in;
				5'b1_0000: x16 <= wdata_in;
				5'b1_0001: x17 <= wdata_in;
				5'b1_0010: x18 <= wdata_in;
				5'b1_0011: x19 <= wdata_in;
				5'b1_0100: x20 <= wdata_in;
				5'b1_0101: x21 <= wdata_in;
				5'b1_0110: x22 <= wdata_in;
				5'b1_0111: x23 <= wdata_in;
				5'b1_1000: x24 <= wdata_in;
				5'b1_1001: x25 <= wdata_in;
				5'b1_1010: x26 <= wdata_in;
				5'b1_1011: x27 <= wdata_in;
				5'b1_1100: x28 <= wdata_in;
				5'b1_1101: x29 <= wdata_in;
				5'b1_1110: x30 <= wdata_in;
				5'b1_1111: x31 <= wdata_in;
				default: write_fault <= 1'b1;
			endcase
		end
	end	
endmodule

===== run.sh =====
#!/bin/bash
# OpenROAD 26Q1-2900-gdf79404cd8, Yosys 0.63+post, stock flow scripts
make -C /OpenROAD-flow-scripts/flow DESIGN_CONFIG=/design/flow/config.mk WORK_HOME=/design/flow/orfs finish

===== config.mk =====
export PLATFORM = sky130hd
export DESIGN_NAME = cayde_regfile
export DESIGN_NICKNAME = cayde_regfile
export VERILOG_FILES = /design/flow/design.v
export SDC_FILE = /design/flow/constraint.sdc
export NUM_CORES = 4
export LEC_CHECK = 1
export CORE_UTILIZATION = 40

===== constraint.sdc =====
current_design cayde_regfile

set clk_period 8.2
set clk_io_pct 0.2

create_clock -name clk0 -period $clk_period [get_ports {clk}]

set non_clock_inputs [all_inputs -no_clocks]
set_input_delay [expr $clk_period * $clk_io_pct] -clock clk0 $non_clock_inputs
set_output_delay [expr $clk_period * $clk_io_pct] -clock clk0 [all_outputs]

==> Changelog: implementation <==
## Flow update

- Startpoint class of the critical path: input pin
- First-pass DRT Iterations: 8
- Synth-to-layout area growth: 16.01%
- Clock sink count: just over 1,000
- Unique masters post-synth: ~63
- Yosys Warn Count: 1
- PnR worst setup slack: ~0.71 ns
- Post-route DRC: 0
- Gr ovfl total: 0
- Critical path cell sequence: buf_2 -> buf_4 -> or3b_1 -> nor2_4 -> buf_4 -> a22oi_1 -> nand4_1 -> nor4b_1 -> nor2_1 -> clkdlybuf4s50_1
- Chip footprint: about 120,000 sq um
- CP most frequent cell: buf_4
- Initial antenna violation count: 29
- RD Place Congestion: between 1 and 1.5
- DRT Wirelength: between 300,000 and 400,000 um
- CP Max Fanout: 25
- FP Core Util: 40.33%
- Vias in the first global route: 52,730
- Post-synth seq share: between 40% and 50%
- Relative slew slack: between 15 and 20%
- Clock Tree Root: clkbuf_16
- DR vias/cell: 7.135
- Critical path class: input pin to output pin
- Pwr/cell area: ~200 nW/um^2
- FFs w/ async S/R, synth: 0%
- HP Class: register to register
- Post-layout min period: 7.488 ns
- FF-to-FF setup slack: 7.29 ns
- IO Port Bufs: 113
- Routed Antenna Nets: 0
- Yosys stat area: 48,390 sq um
- # IOs: ~110
- Clk_skew: 0 ns
- Hold_buf cts: 0
- CTS Buffer Depth: 3
- Most frequent cells in the layout: 2,223 x nand2_1, 1,072 x a21oi_1, 992 x dfxtp_1
- Final hold violation count: 0
- Largest net degree at the start of global routing: ~130
- Core area: 120,000 sq um
- Syn Std Cell Area: 48,390 sq um
- FMAX: approximately 130 MHz
- Crit path from: raddr_in2[0]
- Ys cells: 6,594
- Slew @ Worst Pin: around 1.3 ns
- Maxcap violations: 0
- Worst EP required: between 6 and 7 ns
- Cts bufs inserted: 113
- Die Span X: 349.8 um
- Latency at later pin: approximately 0.78 ns
- Row count: 127
- Mean Syn Cell Area: approximately 7.3 sq um
- Iteration-0 DRC Markers: 9,810
- Die Height: roughly 350 um
- Count of final max-slew check failures: 0
- Tool Warnings: 30
- Setup crit end kind: output pin
- Total Routing Usage GR: 57.09%
- Worst path slowest cell: nor2_4
- Fin Setup TNS: 0 ns
- RSZ-0062 raised after global routing: false
- Max IR drop VDD: 0.2317 mV
- Top cell excl fill/tap: nand2_1
- Critical path arrival: roughly 5.9 ns
- Synthesized registers: roughly 1,000
- Final Cell Area: roughly 56,000 sq um
- CTS tree: yes
- Routed vias: roughly 59,000
- # resized after CTS: 0
- DP Wirelength: ~210,000 um
- Main flop type: dfxtp_1
- CTS clk-pin slew, worst paths: around 0.060 ns
- Count of final setup violators: 0
- Reg-to-Reg Start: x31[26]
- Share of layout cells above drive strength 1: roughly 10%
- Post-CTS setup buffer count: 0
- Global-route wire length before repair: around 460,000 um
- Max incr delay on CP: 0.97 ns
- Setup WS pre-CTS: ~1.1 ns
- Status: finished clean
- Hold path startpoint: x10[13]
- Routed len/inst: approximately 42 um
- Flip-flops with a built-in enable: 32
- CTS H-Tree Depth: 3
- Synth Instances: 6,594
- Final Cycle Share: a little over 90%
- Post-DP Area: ~52,000 sq um
- Fin util: 46.79%
- Leakage: roughly 18 nW
worst paths after layout:
check                   to  depth (start not counted)
max          rdata_out2[6]                         10
min                x10[13]                          2
max reg2reg        x31[26]                          2
min reg2reg        x10[13]                          2
worst max-delay path: cells and delay by family:
kind            cells  cell delay (ns)
buf+inv             4             1.60
simple gates        5             2.38
compound gates      1             0.17
metrics by stage:
stage / power [mW] / hold slack (ns) / instances
2_1_floorplan: 5.489 / 0.4411 / 6594
3_3_place_gp: 5.914 / 0.4546 / 8017
3_5_place_dp: 5.914 / 0.4555 / 8017
4_1_cts: 11.17 / 0.4702 / 8229
5_1_grt: 11.40 / 0.4874 / 8230
6_report: 11.28 / 0.4710 / 8261
cells by family after synthesis:
kind of cell,after synthesis,share of synthesized area (%)
muxes,33,0.7292
DFF,1024,43.03
AOI/OAI and AO/OA,2044,26.44
and+or+nand+nor,2861,24.27
buffers and inverters,632,5.531
cell usage after synthesis, drive strengths merged (5+ instances only):
cell        n  area, sq um
a2111oi     9        91.34
a211oi      6        45.04
a21oi    1072         5365
a221oi     13        113.9
a222oi     27        270.3
a22o       31        271.5
a22oi     792         5946
a31oi       9        56.30
a32oi      21        183.9
and2        8        52.56
and3       19        118.9
and4       10        87.58
buf       202         1062
clkbuf    423         1588
dfxtp     992        19860
edfxtp     32        960.9
inv         7        26.28
mux2        8        90.09
mux2i      24        240.2
nand2    2255         8464
nand2b     22        137.6
nand3      61        305.3
nand3b      8        60.06
nand4     104        650.6
nor2      202        843.3
nor2b      18        112.6
nor3       76        380.4
nor3b       8        60.06
nor4       35        219.0
o2111ai     5        43.79
o21ai      26        130.1
o22a        8        70.07
o22ai       5        31.28
or2        11        68.81
or3        10        62.56
or3b        6        52.55
metal layers:
| layer | global-route usage [%] | vias to the layer above | wire length, um |
|---|---|---|---|
| li1 | - | 23000 | - |
| met1 | 69.22 | 27680 | 117700 |
| met2 | 71.45 | 6158 | 129100 |
| met3 | 37.87 | 2060 | 64730 |
| met4 | 41.00 | 40 | 33300 |
| met5 | 3.532 | - | 527 |
layout make-up:
type,instances,area [sq um]
fill,11590,63840
multi-input combinational,4938,25580
sequential,1024,20820
timing repair buffer,436,3764
clock buffer,172,3406
tap,1612,2017
clock inverter,40,437.9
antenna,32,80.08
inverter,7,26.28
where the power goes:
part | total, mW | internal [mW] | switching [mW]
logic | 0.803 | 0.151 | 0.652
clock network | 5.40 | 3.06 | 2.35
registers | 5.08 | 5.04 | 0.0405
Power is estimated from default activity; no workload was simulated.
