File: flow/design.v
package cayde_pkg;
	typedef enum logic [6:0] {
		ALU_ADD,
		ALU_SUB,
		ALU_XOR,
		ALU_AND,
		ALU_OR,
		ALU_SLT,
		ALU_SLTU,
		ALU_SLL,
		ALU_SRL,
		ALU_SRA
	} alu_op;
endpackage
module cayde_dff #( parameter WIDTH = 32 )
	( input logic clk, rst,
	  input logic [WIDTH-1:0] d,
	  output logic [WIDTH-1:0] q
	);
	always_ff @(posedge clk) begin
		if(rst)
			q <= 0;
		else
			q <= d;
	end
endmodule
File: flow/run.sh
#!/bin/bash
# OpenROAD 26Q1-2900-gdf79404cd8, Yosys 0.63+post, stock flow scripts
make -C /OpenROAD-flow-scripts/flow DESIGN_CONFIG=/design/flow/config.mk WORK_HOME=/design/flow/orfs finish
File: flow/config.mk
export PLATFORM = sky130hd
export DESIGN_NAME = cayde_dff
export DESIGN_NICKNAME = cayde_dff
export VERILOG_FILES = /design/flow/design.v
export SDC_FILE = /design/flow/constraint.sdc
export NUM_CORES = 4
export LEC_CHECK = 1
export CORE_AREA = 10 10 102 102
export DIE_AREA = 0 0 112 112
File: flow/constraint.sdc
current_design cayde_dff

set clk_period 1.0
set clk_io_pct 0.2

create_clock -name clk0 -period $clk_period [get_ports {clk}]

set non_clock_inputs [all_inputs -no_clocks]
set_input_delay [expr $clk_period * $clk_io_pct] -clock clk0 $non_clock_inputs
set_output_delay [expr $clk_period * $clk_io_pct] -clock clk0 [all_outputs]
==> CHANGELOG.md <==
### Physical design

- Worst-Margin Slew: 0.1446 ns
- Most common reg cell: dfxtp_1
- Initial antenna violation count: 0
- Worst path slowest cell: dfxtp_1
- P&R area growth vs syn: 94.64%
- Crit. End Element: output port
- WL final: about 2700 µm
- Die Ht: 112 µm
- Pwr dens: 1698 nW/µm²
- Gr usage total: 4.079%
- FP Util: between 10% and 20%
- Setup Crit Path Kind: reg2out
- Max FO, Critical Path: 1
- Hold Slack: 0.4606 ns
- ANT nets after route: 0
- Compound-Gate Fraction of Synth Area: 0%
- DR WL/cell: 11.07 µm
- Vias in the first global route: 726
- Die Area: 12540 µm²
- Vias: 678
- Post-synthesis cell area: 863.3 µm²
- Violation count after the first detailed-route iteration: 10
- Max-cap violations: 0
- Post-CTS Setup Bufs: 0
- Via density: roughly 2.8
- Status: finished, final reports clean
- Post-layout period usage: between 90% and 100%
- Largest register FFs: 32
- Critical path cell sequence: clkdlybuf4s15_1
- Lkg Pwr: 0.6783 nW
- Top-area cell share: between 70 and 80%
- CTS hold repair buffers: 0
- Largest net degree at the start of global routing: 33
- Core ar.: 8217 µm²
- Share of cells above drive strength 1: 30.43%
- Clock Tree Root: clkbuf_8
- CTS tree: done
- Placed cell count: 235
- Comb area leader: simple AND/OR/NAND/NOR gates
- Simple share: 23.19%
- Antenna Cells: 0
- Fin crit period: 0.9578 ns
- Chip Area, Yosys: approximately 860 µm²
- Port bufs: around 65
- Synth Register Bits: 32
- CP top delay family: flip-flops
- Non-filler instance count after layout: 243
- Worst path bufs/invs: 1
- CTS Buffer Depth: 2
- Cell Type Count: 3
- Yosys cell count: 67
- Synth Seq Share: 74.20%
- Cell type with the largest total area: dfxtp_1
- Setup crit start kind: register
- Worst EP required: 0.80 ns
- DRT Pass-1 Iters: 2
- Gp weighted congestion: 0.6729
- Max IR drop VDD: roughly 0.54 mV
- Max transition margin: 90.36%
- Setup TNS: 0 ns
- Flip-flops with a built-in enable: 0
- Asr flop ratio synth: 0%
- Slowest stage delay, CP: ~0.31 ns
- GRT overflow: 0
- Max Fclk: around 1000 MHz
- Dpl hpwl: 2136 µm
- Die Wd: ~110 µm
- Worst Hold Class: in2reg
- Max-slew violations: 0
- # IOs: 66
- Post-Syn Instances: 67
- First-pass GRT wire length: 4140 µm
- Adder-Cell Fraction of Synth Area: 0%
- H-Tree Level Count: 2
- Clock Pin Slew Worst Setup and Hold Paths: 0.07 ns
- # setup viols final: 0
- Post-synthesis mux area share: 0%
- XOR/XNOR Fraction of Synth Area: 0%
- Largest Register: q
- CTS Buf Count: 5
- Biggest regs: q x32
- YS warnings: 1
- Final hold viol count: 0
- DRC: 0
- Final core utilization: 20.45%
- Avg Synthesized Cell Area: approximately 13 µm²
- Clock sink count: 32
- Main area contributors: dfxtp_1 74%, nor2b_1 23%, buf_4 2.6%
- Rows: 33
- Count of tool warnings: 25
- Worst Path Arrival: ~0.76 ns
- Commonest cells post-synth: 32 x dfxtp_1, 32 x nor2b_1, 3 x buf_4
per-layer routing:
| metal | vias to the layer above | routed length, µm | GRT usage [%] |
|---|---|---|---|
| met5 | - | 0 | 0 |
| met4 | 0 | 42 | 0.9306 |
| met3 | 2 | 237 | 1.954 |
| met2 | 36 | 1358 | 6.993 |
| met1 | 303 | 1051 | 4.465 |
| li1 | 337 | - | - |
what timing repair did:
action,CTS,global route
gates resized,68,31
pin swaps,0,0
cloned,0,0
endpoints found under the setup margin,32,20
layout make-up:
type / instances / area, µm²
fillers: 888 / 6536
flip-flops and latches: 32 / 660.6
repair buffers: 66 / 580.6
multi-input cells: 32 / 200.2
well taps: 105 / 131.4
clock buffers: 6 / 72.57
clock inverters: 2 / 35.03
cell usage in the layout, fill, tap and decap left out, types with 2 or more instances in the layout:
cell type        count
nor2b_1             32
clkdlybuf4s50_1     33
dfxtp_2             16
dfxtp_1             16
clkdlybuf4s15_1     14
clkbuf_2            16
buf_2                2
clkbuf_8             5
logic make-up after synthesis:
family                 after synthesis
DFF                                 32
and+or+nand+nor                     32
buffers and inverters                3
power by group:
part	leakage (nW)	switching, mW	internal, mW
Clock	0.0552	0.485	0.739
Sequential	0.271	0.0162	1.35
Combinational	0.352	0.0564	0.207
Total	0.678	0.558	2.29
final timing paths:
kind | start | to | cells after the start
setup / recovery | q[20] | q[20] | 1
hold / removal | d[16] | q[16] | 2
through the flow:
stage / worst slack (ns) / cell area (µm²) / total power, mW
detailed placement: -0.1118 / 1643 / 1.710
finish: 0.04222 / 1680 / 2.853
floorplan: 0.5089 / 863.3 / 1.430
CTS: 0.005695 / 1742 / 2.948
global placement: -0.09589 / 1643 / 1.707
global route: -0.005803 / 1680 / 3.009
Power and IR drop assume default switching activity.
